File: ./config.mk
export PLATFORM = sky130hd
export DESIGN_NAME = UPDOWN_COUNTER
export DESIGN_NICKNAME = UPDOWN_COUNTER
export VERILOG_FILES = /design/flow/design.v
export SDC_FILE = /design/flow/constraint.sdc
export NUM_CORES = 4
export LEC_CHECK = 1
export CORE_UTILIZATION = 30
File: ./constraint.sdc
current_design UPDOWN_COUNTER

set clk_period 8.2
set clk_io_pct 0.2

create_clock -name clk0 -period $clk_period [get_ports {clk}]

set non_clock_inputs [all_inputs -no_clocks]
set_input_delay [expr $clk_period * $clk_io_pct] -clock clk0 $non_clock_inputs
set_output_delay [expr $clk_period * $clk_io_pct] -clock clk0 [all_outputs]
File: ./design.v
module UPDOWN_COUNTER #(parameter WIDTH=32)(
    clk,
    rst_n,
    ctrl,
    cnt
);
input clk;
input rst_n;
input ctrl;
output reg [WIDTH-1:0] cnt;
always @ (posedge clk or negedge rst_n) begin
    if(!rst_n)
        cnt <= 0;
    else if(ctrl)
        cnt <= cnt + 1;
    else
        cnt <= cnt - 1;
end
endmodule
File: ./run.sh
#!/bin/bash
# OpenROAD 26Q1-2900-gdf79404cd8, Yosys 0.63+post, stock flow scripts
make -C /OpenROAD-flow-scripts/flow DESIGN_CONFIG=/design/flow/config.mk WORK_HOME=/design/flow/orfs finish
==> metrics.cfg <==
[placement]
place.detailed.hpwl_um=5310
globalplace.congestion=0.921
dp_cells=451
io_buffers=34
placed_cell_area_mm2=0.00323

[setup_path]
cpPeakStageDelay_ns=0.48
endpoint_kind=flop
cpMaxStageDelayCell=clkdlybuf4s50_1
cp_num_buf_inv=3
cp_top_family=AND-OR/OR-AND gates
crit_chain=clkdlybuf4s50_1 > inv_1 > buf_4 > ha_1 > nor2b_1 > o2111ai_1 > nand3_1 > a31o_2 > a2111oi_0 > a211oi_1
path_max_fanout=30
cp.required_ns=8.35
critPathKind=in -> reg
arrival_ns=4.50
critical_path.startpoint_type=input port

[die]
rows=34
io_pins=35
die_h_um=98.7
dieWidth_um=98.7
core-area_mm2=0.00889
fp_util_pct=31.5
dieArea_mm2=0.00974

[final_layout]
synthToLayoutAreaGrowth_pct=19.8
lay_top_count=clkdlybuf4s50_1
top_register=cnt
fin_area_mm2=0.00336
largest_reg_flops=32
finalNonFillerCells=459
final_cell_mix=34 x clkdlybuf4s50_1, 32 x a21oi_1, 32 x dfrtp_1, 30 x ha_1
final_layout_size_suffix_gt1_share_pct=5.98
top_regs=cnt x32

[flow_run]
maxCapViolCount=0
warnings=25

[cts]
clockBufferDepth=2
clkSinkCount=32
path_clk_slew_ns=0.07
h-tree-depth=2
postCtsHoldBufs=0
cts_resized=0
cts_root_buf=clkbuf_8
clk_latency_ns=0.28
cts_tree=built
numCtsBuffers=5
cts_setup_buffers=0

[detailed_routing]
ant_nets=0
drc=0
drt-initial-drc-count=64
antenna_cells=0
dr.pass1.iters=4
wirelength_um=6850
viasPerCell=5.35
num_vias=2457
wl_per_cell_um=14.9

[synthesis]
synthDistinctLibCells=58
ys_async_sr_fraction_pct=100
top_area_share_pct=28.6
ys.flops=32
ys_cells=319
edf_count=0
area_leaders=dfrtp_1 29%, ha_1 13%, a21oi_1 5.7%, xnor2_1 5.3%, a21o_1 3.7%
avgSynthCellArea_um2=8.79
ys_chip_area_mm2=0.00280
syn_inst=319
top_area_cell=dfrtp_1
ys_seq_share_pct=28.6
netlist_area_mm2=0.00280
ys_dominant_reg_cell=dfrtp_1
yosysWarnings=1

[sta]
setup-violations-final=0
finalClockPeriodUsage_pct=53.0
setup-tns-final_ns=0
fmax_mhz=230
slew_headroom_pct=65.2
skew_ns=0.00858
tightestPinTransition_ns=0.518
rsz0062_at_grt=no
slew_violations=0
finalCriticalPeriod_ns=4.35
hold_violations=0

[global_routing]
antenna_found_initial=0
grt_pass1_vias=2429
grt_max_degree=33
gr-total-overflow=0
grt_first_pass_wirelength_um=11700
gr-usage-all-layers_pct=15.1

[hold_path]
hold_path.class=reg -> reg

[pwr]
vdd_drop_max_mv=0.137
power.density_mw_per_mm2=448
p_leak_uw=0.00147

[outcome]
status=finished clean

==> metrics by stage <==
step / setup slack, ns / hold slack [ns] / util, % / power (µW)
finish: 3.85 / 0.527 / 37.8 / 1510
global route: 3.66 / 0.564 / 37.8 / 1660
CTS: 3.85 / 0.533 / 37.8 / 1520
detailed placement: 3.55 / 0.523 / 36.4 / 1330
global placement: 3.58 / 0.517 / 36.4 / 1340
floorplan: 4.06 / 0.452 / - / 1010
==> cells in the mapped netlist (3+ instances only) <==
master	n
a21oi_1	32
dfrtp_1	32
ha_1	30
nand2_1	20
nor2_1	20
o21ai_0	17
xnor2_1	17
a21o_1	14
inv_1	11
nand3_1	11
o21a_1	11
xor2_1	10
buf_2	7
nor3_1	6
a31oi_1	5
and3_1	5
nand4_1	5
a211oi_1	4
and2_1	4
clkbuf_1	4
a211o_1	3
nor2b_1	3
o211ai_1	3
==> final timing paths <==
path                            slack (ns)  endpoint  cells past startpoint  startpoint
worst max-delay path                  3.85   cnt[24]                     10        ctrl
worst min-delay path                  0.53    cnt[0]                      1      cnt[0]
worst max register to register        5.73   cnt[29]                      7     cnt[15]
worst min register to register        0.53    cnt[0]                      1      cnt[0]
max in group asynchronous             6.12   cnt[23]                      2       rst_n
min in group asynchronous             1.77   cnt[17]                      2       rst_n
==> per-layer routing <==
layer  routed length [µm]  global-route usage [%]
met5                    0                       0
met4                  133                    2.87
met3                  267                    2.02
met2                 3070                    23.2
met1                 3380                    23.1
==> report_power, final <==
part	switching [µW]	internal, µW	total, µW
clock network	62.6	107	170
registers	50.2	249	299
logic	530	506	1040
total	643	862	1510
==> cell families after synthesis <==
logic type,count (synthesis),share of synthesized area (%)
compound gates,117,29.0
fa+ha+maj,31,14.1
xor+xnor,27,8.43
flops,32,28.6
mux,1,0.357
simple gates,88,15.8
buf+inv,23,3.66
==> final cells by class <==
class | count | area, µm²
clock buffers | 7 | 96.3
clock inverters | 1 | 30.0
fillers | 891 | 5530
inverters | 11 | 41.3
multi-input cells | 264 | 1900
flip-flops and latches | 32 | 801
well taps | 108 | 135
repair buffers | 36 | 355
Power figures rest on the tool's default switching activity, not on a simulated workload.
