`flow/design.v`:
```
module MUX_4x1 #(parameter WIDTH=32)(
    in0,
    in1,
    in2,
    in3,
    select,
    out
);
input [WIDTH-1:0] in0, in1, in2, in3;
input [1:0] select;
output reg [WIDTH-1:0] out;
always @(*) begin
    case(select)
        2'd0 : out = in0;
        2'd1 : out = in1; 
        2'd2 : out = in2; 
        2'd3 : out = in3; 
        default: out = 0;
    endcase
end
endmodule
```
`flow/run.sh`:
```
#!/bin/bash
# OpenROAD 26Q1-2900-gdf79404cd8, Yosys 0.63+post, stock flow scripts
make -C /OpenROAD-flow-scripts/flow DESIGN_CONFIG=/design/flow/config.mk WORK_HOME=/design/flow/orfs finish
```
`flow/config.mk`:
```
export PLATFORM = sky130hd
export DESIGN_NAME = MUX_4x1
export DESIGN_NICKNAME = MUX_4x1
export VERILOG_FILES = /design/flow/design.v
export SDC_FILE = /design/flow/constraint.sdc
export NUM_CORES = 4
export LEC_CHECK = 1
export CORE_AREA = 10 10 84 84
export DIE_AREA = 0 0 94 94
```
`flow/constraint.sdc`:
```
current_design MUX_4x1

set clk_period 1.1
set clk_io_pct 0.2

create_clock -name clk0 -period $clk_period

set non_clock_inputs [all_inputs -no_clocks]
set_input_delay [expr $clk_period * $clk_io_pct] -clock clk0 $non_clock_inputs
set_output_delay [expr $clk_period * $clk_io_pct] -clock clk0 [all_outputs]
```
==> notes.md <==
flow finished, numbers: Final GP Congestion=0.810, status=finished, violations left, Basic Gates by Area=0%, Yosys cell types=5, Critical Path AT=1.18 ns, crit end category=output pin, tool warnings=35, AND-OR/OR-AND share of the synthesized area=0%, Tot Pwr=816 uW, # rows=26, Yosys chip area=815 sq um, largest net degree at the start of global routing=11, fill count=525, global-route wire length before repair=9430 microns, layout overhead on the synthesized area=193%, MUX share of area=89.4%, core area=0.00520 sq mm, CP required=0.88 ns, Non-Filler Instances=280, Remaining DRCs=0, floorplan core density=15.6%, chip area=0.00884 sq mm, P per Cell Area=342 mW/mm^2, Die X=94 microns, die y size=94 microns, part of the cycle the worst path needs=127%, Slew Limit Headroom=92.7%, DRT Pass-1 Iters=3, drt total wl=6710 microns, Initial DRC Count=24, comb area leader=multiplexers, Multi-input gate area=721 sq um, WL/cell=24.0 microns, worst hold path class=input pin to output pin, Final WS setup=-0.301 ns, dpl hpwl=5690 microns, Synth Seq Share=0%, num ports=162, port bufs=162, worst hold slack=0.833 ns, post-route minimum period=1.40 ns, Placed Instance Area=0.00248 sq mm, failing checks=setup timing, post-route ant nets=0, Adders+Majority by Area=0%, Post-Synthesis Cell Area=815 sq um, Final Max-Slew Violation Tally=0, design area=0.00238 sq mm, Avg Cell Area, Syn=20.9 sq um, clkbuf count=0, cts hold-fix bufs=0, final-report setup violation count=32, Placed Cells incl. Taps=267, routed vias=1212, CP Class=input pin to output pin, # Cells Yosys=39, RSZ-0062 raised after global routing=true, total global-route track usage=14.6%, cell type with the largest total area=mux4_2, antenna violations before repair=2, Peak supply drop=162 uV, Crit Path Max Fanout=5, Slew @ Worst Pin=0.110 ns, Max Clk Rate=714 MHz, flip-flops=0, vias in the first global route=1466, vias per inst=4.33, FF+latch area=0 sq um, Leak=0.00115 uW, Largest cells by area=mux4_2 (83%), buf_12 (7.4%), mux4_1 (6.5%), buf_2 (1.8%), buf_6 (1.4%), crit start category=input pin, grt ovf=0, area share of the largest cell type after synthesis=82.9%, Hold Vio Cnt, Final=0, max-cap viol count=0, layout cells sized above 1=41.8%, synth warn=1, post-synthesis xor/xnor area fraction=0%, Cells after Synth=39, post-layout util=45.8%
[cell families after synthesis]
family and after synthesis:
mux 32, buf+inv 7
[stage by stage]
step | setup WS [ns] | TNS, ns
2_1_floorplan | -0.0316 | -0.949
4_1_cts | -0.313 | -8.54
3_3_place_gp | -0.867 | -26.66
3_5_place_dp | -0.869 | -26.78
6_report | -0.301 | -7.74
5_1_grt | -0.333 | -8.89
[synth_stat cells, drive strengths merged]
master and count:
buf 7, mux4 32
[critical path: stages]
cell    delay, ns
buf_12       0.10
buf_12       0.11
buf_12       0.11
mux4_2       0.50
buf_2        0.13
[cells in the final DEF (no fill, tap or decap)]
cell             netlist  routed
buf_12                 3       6
buf_16                 0       3
buf_2                  3      36
buf_4                  0       3
buf_6                  1       5
buf_8                  0       1
bufbuf_16              0       1
clkdlybuf4s15_1        0       1
diode_2                0       2
dlygate4sd2_1          0     120
mux4_2                30      32
[final timing paths]
check                      to  startpoint  depth (start not counted)
worst max-delay path  out[23]   select[0]                          5
worst min-delay path  out[28]     in3[28]                          3
[final cells by class]
class | instances | area share (%)
Timing Repair Buffer | 176 | 65.9
Multi-Input combinational cell | 32 | 30.2
Tap cell | 70 | 3.67
Antenna cell | 2 | 0.210
[per-layer routing]
layer  routed length [microns]  up-vias  global-route usage [%]
li1                          -      551                       -
met1                      2440      589                    17.3
met2                      3760       70                    26.8
met3                       493        2                    4.28
met4                        21        0                   0.506
met5                         0        -                       0
[power by group]
group	switching (uW)	internal [uW]	leakage (uW)	total [uW]
Combinational	216	600	0.00115	816
Sequential	0	0	0	0
Clock	0	0.000243	0.0000000127	0.000243
[what timing repair did]
action,4_1_cts,5_1_grt
cloned,5,0
gates resized,269,4
setup endpoints to repair,32,32
setup buffers,6,1
Power is estimated from default activity; no workload was simulated.
