$ cat constraint.sdc
current_design CMP

set clk_period 15.5
set clk_io_pct 0.2

create_clock -name clk0 -period $clk_period

set non_clock_inputs [all_inputs -no_clocks]
set_input_delay [expr $clk_period * $clk_io_pct] -clock clk0 $non_clock_inputs
set_output_delay [expr $clk_period * $clk_io_pct] -clock clk0 [all_outputs]
$ cat config.mk
export PLATFORM = sky130hd
export DESIGN_NAME = CMP
export DESIGN_NICKNAME = CMP
export VERILOG_FILES = /design/flow/design.v
export SDC_FILE = /design/flow/constraint.sdc
export NUM_CORES = 4
export LEC_CHECK = 1
export CORE_AREA = 10 10 102 102
export DIE_AREA = 0 0 112 112
$ cat design.v
module CMP #(parameter WIDTH=32)(
    a,
    b,
    out_small,
    out_big
);
input [WIDTH-1:0] a, b;
output [WIDTH-1:0] out_small, out_big;
assign out_small = (a > b) ? b : a;
assign out_big = (a > b) ? a : b;
endmodule
$ cat run.sh
#!/bin/bash
# OpenROAD 26Q1-2900-gdf79404cd8, Yosys 0.63+post, stock flow scripts
make -C /OpenROAD-flow-scripts/flow DESIGN_CONFIG=/design/flow/config.mk WORK_HOME=/design/flow/orfs finish
==> CHANGELOG.md <==
### Implementation results

- Status: completed
- Tightest hold margin: ~7300 ps
- Sequential cell area: 0 um2
- Combinational Power Share: approximately 100%
- OpenROAD warning count: 32
- Slew margin rel.: a little over two fifths
- Die Area: about 13000 um2
- IO buf count: between 100 and 150
- WL/cell: between 10 and 15 um
- Clk network pwr share: 0%
- Final Wtd Congestion: 0.795
- Yosys cell count: roughly 180
- # DRC: 0
- Maximum vdd ir drop: between 0.01 and 0.015 mV
- Final setup vio count: 0
- Chip height: ~110 um
- PD cells: 36.2 nW/um2
- Synth Instances: about 180
- Post-CTS sizing: 0
- Sequential power share: 0%
- Crit Path Max Fanout: roughly 64
- Biggest area cells: mux2_2 (34%), ha_1 (24%), mux2_4 (9.1%), inv_1 (7.3%), a21oi_1 (4.6%)
- Overall routing resource usage: between 8 and 9%
- Most frequent logic cell in the layout: clkdlybuf4s50_1
- Antenna cells: 0
- Total internal power: around 0.076 mW
- Cts-stage hold buffer count: 0
- Critical path class: input port to output port
- Yosys chip area: between 1500 and 2000 um2
- Cell Area, Synth: 1650 um2
- Critical Path Sink Type: output port
- P_sw: approximately 0.033 mW
- Rows: 33
- Core area: ~8000 um2
- 1st-iter DRT viols: 45
- Global-route wire length before repair: about 9100 um
- Pleak: 1.33 nW
- Largest area contributor in the netlist: mux2_2
- Cycle use final: 62.4%
- Hold crit path type: input port to output port
- Area Growth Syn to Fin: 82.1%
- Sw frac: about 30%
- Die width: 112 um
- Io pins: around 130
- Pin count of the biggest net entering global routing: roughly 65
- Max Clock Freq: between 0.1 and 0.15 GHz
- Syn Area/Cell: approximately 9 um2
- Synth warn: 0
- Initial antenna violation count: 0
- Detailed Place HPWL: approximately 5000 um
- Top cells excl fill/tap: clkdlybuf4s50_1 (128), mux2_2 (49), inv_1 (32), ha_1 (32), a21oi_1 (15)
- Pre-Place Util: around 20%
- Final Max-Slew Violation Tally: 0
- Final min period: a little under 10000 ps
- Worst-margin pin slew: between 800 and 900 ps
- Post-Route WL: approximately 5700 um
- Worst Path Required: 12400 ps
- Routed vias: between 1500 and 2000
- Hold path cells: 3
- Fin. Hold Viols: 0
- Post-CTS Setup Bufs: 0
- Cell Type Count: 23
- DR vias/cell: between 4 and 5
- WP data arrival: ~6600 ps
- RSZ-0062 raised after global routing: false
- Gr ovfl total: 0
- Seq/Total Area, Yosys: 0%
- TNS Setup: 0 ps
- Num sequential: 0
- Vias in the first global route: between 1500 and 2000
- Share of cells above drive strength 1: around 21%
- Clock buffers: 0
- CP Launch Type: input port
- Post-route ant nets: 0
- Maxcap violations: 0
- Area leader share: between 30% and 40%
- Initial DRT Pass Iterations: 4
[power groups by stage]
stage / logic, mW / registers (mW) / clock network (mW)
6_report: 0.109 / 0 / 0
4_1_cts: 0.111 / 0 / 0
5_1_grt: 0.120 / 0 / 0
[layout make-up]
class,instances,area [um2]
inverter,32,120
timing repair buffer,129,1290
multi-input combinational,145,1460
fill,836,5220
tap,105,131
[cell usage after synthesis, types with 2 or more instances]
cell type / count
inv_1: 32
mux2_4: 10
buf_6: 6
a21o_1: 2
a21oi_1: 15
nand4_1: 7
mux2_1: 5
ha_1: 32
a21boi_0: 2
nand2_1: 5
nand3_1: 3
mux2_2: 49
o21ai_0: 4
nor3_1: 2
[worst paths after layout]
| check | start | end |
|---|---|---|
| worst min-delay path | a[11] | out_big[11] |
| worst max-delay path | b[31] | out_small[28] |
[kinds of logic after synthesis]
group,Yosys count,share of synthesized area (%)
AOI/OAI and AO/OA,28,10.9
and+or+nand+nor,21,7.30
muxes,64,46.0
adders and majority gates,32,24.3
buffers and inverters,38,11.4
[worst max-delay path, stage by stage]
cell	delay (ps)
clkdlybuf4s50_1	490
inv_1	50
ha_1	300
nand4_1	180
nor4_1	480
nand3_1	190
a22oi_4	210
buf_4	680
mux2_2	410
clkdlybuf4s50_1	430
[layer usage]
| metal | GRT usage, % | up-vias | routed length (um) | part of all wire, % |
|---|---|---|---|---|
| li1 | - | 923 | - | - |
| met1 | 10.9 | 734 | 2720 | 48 |
| met2 | 13.4 | 81 | 2440 | 43 |
| met3 | 3.04 | 0 | 565 | 9.9 |
| met4 | 0 | 0 | 0 | 0 |
| met5 | 0 | - | 0 | 0 |
[stage by stage]
stage / area (um2) / util, % / worst slack (ps) / power, mW / std cells
after CTS: 3000 / 36.5 / 5780 / 0.111 / 411
after detailed placement: 3000 / 36.5 / 5790 / 0.110 / 411
final: 3000 / 36.5 / 5830 / 0.109 / 411
after global routing: 3000 / 36.5 / 5640 / 0.120 / 411
after floorplan: 1650 / - / 7380 / 0.0473 / 183
after global placement: 3000 / 36.5 / 5790 / 0.111 / 411
No activity file was given, so power comes from the tool's default toggle rates.
